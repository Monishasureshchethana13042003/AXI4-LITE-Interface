### ./run.sh
#!/bin/bash
# OpenROAD 26Q1-2900-gdf79404cd8, Yosys 0.63+post, stock flow scripts
make -C /OpenROAD-flow-scripts/flow DESIGN_CONFIG=/design/flow/config.mk WORK_HOME=/design/flow/orfs finish
### ./config.mk
export PLATFORM = sky130hd
export DESIGN_NAME = top
export DESIGN_NICKNAME = top
export VERILOG_FILES = /design/flow/design.v
export SDC_FILE = /design/flow/constraint.sdc
export NUM_CORES = 4
export LEC_CHECK = 1
export CORE_UTILIZATION = 30
### ./constraint.sdc
current_design top

set clk_period 21.3
set clk_io_pct 0.2

create_clock -name clk0 -period $clk_period [get_ports {clk}]

set non_clock_inputs [all_inputs -no_clocks]
set_input_delay [expr $clk_period * $clk_io_pct] -clock clk0 $non_clock_inputs
set_output_delay [expr $clk_period * $clk_io_pct] -clock clk0 [all_outputs]
### ./design.v
module axi_top(
input wire clk,
input wire rst,
input logic wr_en_i,
input logic [31:0] wr_addr_i,
input logic [31:0] wr_data_i,
input logic rd_en_i,
input logic [31:0] rd_addr_i,
output reg[31:0] rd_data_o,
output reg wr_en_o,
output reg [31:0] wr_addr_o,
output reg[31:0] wr_data_o,
output  reg rd_en_o,
output  reg[31:0] rd_addr_o,
input logic [31:0] rd_data_i
);
wire AWvalid_w;
wire AWready_w;
wire [31:0] AWaddr_w;
wire Wvalid_w;
wire Wready_w;
wire [31:0] Wdata_w;
wire [3:0]Wstrb_w;
wire Bready_w;
wire [1:0] Bresp_w;
wire Bvalid_w;
wire ARvalid_w;
wire ARready_w;
wire [31:0] ARaddr_w;
wire Rvalid_w;
wire Rready_w;
wire [31:0] Rdata_w;
wire [1:0]Rresp_w;
  master master_inst(       
    .clk(clk),
    .rst(rst),
    .wr_en(wr_en_i),
    .wr_addr(wr_addr_i),
    .wr_data(wr_data_i),
    .rd_en(rd_en_i),
    .rd_addr(rd_addr_i),
    .rd_data(rd_data_o),   
    .AWvalid(AWvalid_w), 
    .AWready(AWready_w),
    .AWaddr(AWaddr_w),   
    .Wvalid(Wvalid_w),  
    .Wready(Wready_w),
    .Wdata(Wdata_w),
    .Bready(Bready_w),  
    .Bvalid(Bvalid_w),  
    .Bresp(Bresp_w),    
    .ARvalid(ARvalid_w),   
    .ARready(ARready_w),  
    .ARaddr(ARaddr_w),    
    .Rready(Rready_w),
    .Rvalid(Rvalid_w),
    .Rdata(Rdata_w),
    .Rresp(Rresp_w)
);
slave slave_inst(     
    .clk(clk),
    .rst(rst),
  .wr_en(wr_en_o),        
  .wr_addr(wr_addr_o),    
  .wr_data(wr_data_o),  
    .rd_en(rd_en_o),
    .rd_addr(rd_addr_o),
    .rd_data(rd_data_i),
  .AWvalid(AWvalid_w),   
    .AWready(AWready_w),
    .AWaddr(AWaddr_w),
  .Wvalid(Wvalid_w),  
    .Wready(Wready_w),
  .Wdata(Wdata_w),  
    .Wstrb(Wstrb_w),
    .Bready(Bready_w),
    .Bvalid(Bvalid_w),
    .Bresp(Bresp_w),
    .ARvalid(ARvalid_w),
    .ARready(ARready_w),
    .ARaddr(ARaddr_w),
    .Rready(Rready_w),
    .Rvalid(Rvalid_w),
    .Rdata(Rdata_w),
    .Rresp(Rresp_w)
);
endmodule
module master(
input clk,
input rst,
input wr_en,
input [31:0]wr_data, 
  input [31:0]wr_addr,
input [3:0]wr_strobe,
output reg AWvalid,
input AWready,
  output reg[31:0]AWaddr,
output  reg Wvalid,
input Wready,
output reg [31:0]Wdata,
output reg [3:0]Wstrb,
output reg Bready, 
input Bvalid,
input [1:0]Bresp,
input rd_en,
  input [31:0]rd_addr,
output reg [31:0]rd_data,
output reg ARvalid,
input ARready,
  output reg [31:0]ARaddr,
output reg Rready,
input Rvalid,
input [31:0]Rdata,
input [1:0]Rresp
);
localparam IDLE_W=2'b00;
localparam WRITE_ADDRESS=2'b01; 
localparam WRITE_DATA=2'b10; 
localparam WRITE_RESPONSE=2'b11;
reg [1:0] Present_S_W;
reg[1:0] Next_S_W;
localparam IDLE_R=2'b00;
localparam READ_ADDRESS=2'b01; 
localparam READ_DATA=2'b10; 
reg [1:0] Present_S_R;
reg[1:0] Next_S_R;
always@(*)
begin
case(Present_S_W)
IDLE_W:       
begin
if (wr_en==1)
Next_S_W=WRITE_ADDRESS;
else
Next_S_W=IDLE_W;
end
WRITE_ADDRESS:
begin     
if(AWready==1)
Next_S_W=WRITE_DATA;
else
Next_S_W=WRITE_ADDRESS;
end
WRITE_DATA:
 begin       
if (Wready==1)
Next_S_W=WRITE_RESPONSE;
else
Next_S_W=WRITE_DATA;
end
WRITE_RESPONSE:
begin       
if(Bvalid==1)
Next_S_W=IDLE_W;
else
Next_S_W=WRITE_RESPONSE;
end
endcase
end
always@(posedge clk or negedge rst)
begin
if(!rst)
Present_S_W<=IDLE_W;
else
Present_S_W<=Next_S_W;
end
   always@(*)
     begin
 AWvalid=1'b0;
AWaddr=32'd0;
Wvalid=1'b0;
Wdata=32'd0;
Wstrb=4'd0;
Bready=1'b0; 
case(Present_S_W)
IDLE_W:
  begin
 AWvalid=1'b0;
AWaddr=32'd0;
Wvalid=1'b0;
Wdata=32'd0;
Wstrb=4'd0;
Bready=1'b0;      
  end
WRITE_ADDRESS:
  begin
AWvalid=1'b1;
AWaddr=wr_addr;
  end
WRITE_DATA:
  begin
Wvalid=1'b1;
Wdata=wr_data;
  end
WRITE_RESPONSE:
  begin
Bready=1'b1;
  end 
endcase  
     end
always@(*)
begin
case(Present_S_R)
IDLE_R:       
begin
if(rd_en==1)
Next_S_R=READ_ADDRESS;
else
Next_S_R=IDLE_R;
end
READ_ADDRESS:
begin     
if(ARready==1)
Next_S_R=READ_DATA;
else
Next_S_R=READ_ADDRESS;
end
READ_DATA:
begin     
if(Rvalid==1)
Next_S_R=IDLE_R;
else
Next_S_R=READ_DATA;
end
endcase
end
always@(posedge clk or negedge rst)
begin
if(!rst)
Present_S_R<=IDLE_R;
else
Present_S_R<=Next_S_R;
end
always@(*)
begin
ARvalid=1'b0;
ARaddr=32'd0;
rd_data=32'd0;
Rready=1'b0;
case(Present_S_R)
IDLE_R:
begin
ARvalid=1'b0;
ARaddr=32'd0;
rd_data=32'd0;
Rready=1'b0;
end
READ_ADDRESS:
begin
ARvalid=1'b1;
ARaddr=rd_addr;
end
READ_DATA:
begin
Rready=1'b1;
rd_data=Rdata;
end
endcase
end
endmodule
module slave(
input clk,
input rst,
output reg wr_en,
output reg [31:0]wr_data, 
  output reg[31:0]wr_addr,
output reg[3:0]wr_strobe,
input  AWvalid,
  input [31:0]AWaddr,
output reg AWready,
input  Wvalid,
input [31:0]Wdata,
input [3:0]Wstrb,
output reg Wready,
input Bready, 
output reg  Bvalid,
output reg [1:0]Bresp,
output reg rd_en,
  output reg [31:0]rd_addr,
input [31:0]rd_data,
input ARvalid,
  input [31:0]ARaddr,
output reg ARready,
input Rready,
output reg Rvalid,
output reg [31:0]Rdata,
output reg [1:0]Rresp
);
localparam IDLE_W=2'b00;
localparam WRITE_ADDRESS=2'b01; 
localparam WRITE_DATA=2'b10; 
localparam WRITE_RESPONSE=2'b11;
reg [1:0] Present_S_W;
reg[1:0] Next_S_W;
localparam IDLE_R=2'b00;
localparam READ_ADDRESS=2'b01; 
localparam READ_DATA=2'b10; 
reg [1:0] Present_S_R;
reg[1:0] Next_S_R;
always@(*)
begin
case(Present_S_W)
IDLE_W:       
begin
if (AWvalid==1)
Next_S_W=WRITE_ADDRESS;
else
Next_S_W=IDLE_W;
end
WRITE_ADDRESS:
begin     
if(AWvalid && AWready)
Next_S_W=WRITE_DATA;
else
Next_S_W=WRITE_ADDRESS;
end
WRITE_DATA:
 begin       
if (Wvalid && Wready)
Next_S_W=WRITE_RESPONSE;
else
Next_S_W=WRITE_DATA;
end
WRITE_RESPONSE:
begin       
if(Bready && Bvalid)
Next_S_W=IDLE_W;
else
Next_S_W=WRITE_RESPONSE;
end
endcase
end
always@(posedge clk or negedge rst)
begin
if(!rst)
Present_S_W<=IDLE_W;
else
Present_S_W<=Next_S_W;
end
   always@(*)
     begin
AWready=1'b0;
wr_addr=32'd0;
Wready=1'b0;
wr_data=32'd0;
wr_en=1'b0;
Bvalid=1'b0;
Bresp=1'b0;
case(Present_S_W)
IDLE_W:
  begin
AWready=1'b0;
wr_addr=32'd0;
Wready=1'b0;
wr_data=32'd0;
wr_en=1'b0;
Bresp=1'b0;
  end
WRITE_ADDRESS:
  begin
AWready=1'b1;
wr_addr=AWaddr;
  end
WRITE_DATA:
  begin
Wready=1'b1;
wr_data=Wdata;
wr_en=1'b1;
end
WRITE_RESPONSE:
  begin
Bvalid=1'b1;
Bresp=1'b1;
  end 
endcase  
     end
always@(*)
begin
case(Present_S_R)
IDLE_R:       
begin
if(ARvalid==1'b1)
Next_S_R=READ_ADDRESS;
else
Next_S_R=IDLE_R;
end
READ_ADDRESS:
begin     
if(ARvalid && ARready)
Next_S_R=READ_DATA;
else
Next_S_R=READ_ADDRESS;
end
READ_DATA:
begin     
if(Rvalid && Rready)
Next_S_R=IDLE_R;
else
Next_S_R=READ_DATA;
end
endcase
end
always@(posedge clk or negedge rst)
begin
if(!rst)
Present_S_R<=IDLE_R;
else
Present_S_R<=Next_S_R;
end
always@(*)
begin
begin
ARready=1'b0;
rd_addr=32'd0;
rd_en=1'b0;
Rvalid=1'b0;
Rdata=32'd0;
Rresp=2'b10;
end
case(Present_S_R)
IDLE_R:
begin
ARready=1'b0;
rd_addr=32'd0;
rd_en=1'b0;
Rvalid=1'b0;
Rdata=32'd0;
Rresp=2'b10;
end
READ_ADDRESS:
begin
ARready=1'b1;
rd_addr=ARaddr;
rd_en=1'b1;
end
READ_DATA:
begin
Rdata=rd_data;
Rvalid=1'b1;
Rresp=2'b00;
end
endcase
end
endmodule
module ram (clk,write_EN,read_EN,write_address,write_data,read_address,read_data); 
    input  clk, write_EN, read_EN;
  input  [31:0] write_address,read_address;
  input [31:0] write_data ;
  output [31:0] read_data;
  reg [31:0] read_data;
    reg [31:0] mem [31:0];
     integer i;
  initial begin
        for (i = 0; i < 32; i = i + 1) begin
            mem[i] = 32'd0 + (2 * i);
        end
    end
    always @(posedge clk) begin
        if (write_EN) begin
            mem[write_address] <= write_data;
        end
        if (read_EN) begin
            read_data <= mem[read_address];
        end
    end
endmodule
module top(
input wire clk,
input wire rst,
input logic wr_en_i,
  input logic [31:0] wr_addr_i,
input logic [31:0] wr_data_i,
input logic rd_en_i,
input logic [31:0] rd_addr_i,
output reg[31:0] rd_data_o
);
logic wr_en_w;
  logic [31:0] wr_addr_w;
logic[31:0] wr_data_w;
logic rd_en_w;
  logic[31:0] rd_addr_w;
logic [31:0] rd_data_w;
axi_top axi_top_inst(
.clk(clk),
.rst(rst),
.wr_en_i(wr_en_i), 
.wr_addr_i(wr_addr_i),
.wr_data_i(wr_data_i),
.rd_en_i(rd_en_i),
.rd_addr_i(rd_addr_i),
.rd_data_o(rd_data_o),
.wr_en_o(wr_en_w),
.wr_addr_o(wr_addr_w),
.wr_data_o(wr_data_w),
.rd_en_o(rd_en_w),
.rd_addr_o(rd_addr_w),
.rd_data_i(rd_data_w)
);
ram ram_inst(
.clk(clk),
.write_EN(wr_en_w),
.write_address(wr_addr_w),
.write_data(wr_data_w),
.read_EN(rd_en_w), 
.read_address(rd_addr_w),
.read_data(rd_data_w)
);
endmodule
==> deck_impl_summary.md <==
Physical Implementation Snapshot

Drt
  • WL met1: 41.3 mm
  • WL/cell: 25.8 um
  • Routed Antenna Nets: 0
  • DRC Markers: 0
  • WL met3: 24.0 mm
  • DR iter-0 viols: 1556
  • Pre-antenna DRT Iters: 5
  • Top sig layer: met5
  • Number of diodes: 0
  • WL final: 121 mm
  • Met2 Wirelength: 51.8 mm
  • Via/cell ratio: 5.24
  • Via count of the routed design: 24500

Finish
  • Share of layout cells above drive strength 1: 15.8%
  • Synthesis-to-finish area growth: 15.4%
  • Commonest Layout Cell: edfxtp_1
  • Most frequent cells in the layout: edfxtp_1 (1056), a221oi_1 (171), mux2i_1 (160), o21ai_0 (154), buf_4 (114)

Critical path
  • Worst Path Arrival: 7.78 ns
  • Slowest CP cell: and4b_4
  • Slowest cell delay on critical path: 0.62 ns
  • R2R cell count: 10
  • Crit end category: flip-flop
  • Most frequent cell on the critical path: buf_4
  • Buf/Inv on CP: 4
  • Worst Path Required: 21.69 ns
  • Crit-path max FO: 50
  • Reg2reg start: axi_top_inst.slave_inst.Present_S_R[1]$_DFF_PN0_
  • Crit path max-delay family: buffers and inverters
  • CP cell instances: buf_8 -> buf_4 -> and4b_4 -> buf_4 -> buf_4 -> a221oi_1 -> o21ai_0 -> nand3_1 -> nand4_1
  • WS Path Type: in2reg
  • Endpoint of the worst register-to-register path: ram_inst.read_data[15]$_DFFE_PN_
  • Reg2reg setup slack: 16.56 ns
  • Crit. Startpoint: rd_addr_i[0]
  • Worst setup SP type: input port
  • Critical Path End: ram_inst.read_data[16]$_DFFE_PN_
  • Worst path depth: 9

Synthesis
  • Cell taking the most area after synthesis: edfxtp_1
  • Yosys stat area: 42800 um^2
  • Adder Share, Synth: 0.175%
  • Complex Gates by Area: 10.3%
  • YS warnings: 3
  • Mapped Avg Cell Area: 16.5 um^2
  • Mux frac, synth: 6.66%
  • Yosys stat cell total: 2597
  • Main synth FF type: edfxtp_1
  • Post-synth EDFFs: 1056
  • Netlist cell types: 43
  • Synthesized instance count: 2597
  • Top cell type's share of synthesized area: 74.1%
  • Main logic family after synthesis: AND-OR/OR-AND gates
  • XOR Share, Synth: 0%
  • Top area cells in the synthesized netlist: edfxtp_1 (74%), mux2i_1 (3.7%), a221oi_1 (3.5%)
  • Area of the mapped netlist: 42800 um^2
  • Async set or reset register ratio after synthesis: 1.12%
  • Ys flops: 1072
  • Post-Synth Simple-Gate Area: 5.43%

STA
  • Clock Skew: 0.0259 ns
  • Slew HR: 37.4%
  • Endpoints left unconstrained: 8
  • Setup TNS: 0 ns
  • Final min period: 7.40 ns
  • Count of unclocked register or latch pins: 4
  • Worst slew pin tran: 0.940 ns
  • Fin. Hold Viols: 0
  • Slew Viols, Final: 0
  • Fmax: 135 MHz
  • Final cycle utilization of the critical path: 34.7%
  • RSZ-0062 raised after global routing: no
  • Final setup fails: 0

Power and ir drop
  • Clock share of power: 43.2%
  • Comb power frac: 2.2%
  • Power Internal: 3.33 mW
  • Psw: 827 uW
  • Total power: 4.16 mW
  • Pwr Density: 84.2 nW/um^2
  • Sw frac: 19.9%
  • Reg power frac: 54.7%
  • Leak: 14.5 nW
  • VDD IR-drop max: 65.4 uV

Clocking
  • # resized after CTS: 0
  • Clock transition at path regs: 0.06 ns
  • H-tree Lvls: 3
  • Hold buffers post-CTS: 0
  • CTS tree: yes
  • Clk latency of the worst-skew pair: 0.68 ns
  • Cts bufs inserted: 105
  • Clk buf depth: 3
  • Postcts setup bufs: 0
  • CTS Root Cell: clkbuf_16

Global route
  • Initial antenna violation count: 7
  • Largest net degree at the start of global routing: 98
  • Vias in the first global route: 25100
  • Total GRT Usage: 17.6%
  • Overflow after GRT: 0
  • First-pass GRT wire length: 173 mm

Min path
  • Hold Path Origin: axi_top_inst.slave_inst.Present_S_W[0]$_DFF_PN1_
  • Worst min path class: reg2reg

Die
  • CORE AREA: 142000 um^2
  • Rows: 138
  • Die y size: 380 um
  • Die W: 380 um
  • Fp_density: 30.2%
  • Io pins: 132
  • Die ar.: 144000 um^2

Placed design
  • RD Place Congestion: 0.850
  • Dpl hpwl: 65.5 mm
  • # port buffers: 77

Job
  • Max-Cap Viols: 0
  • Tool Warnings: 84

Outcome
  • Outcome: finished clean
==> metrics by stage <==
step / instances / util, % / hold slack [ns] / instance area [um^2] / setup slack, ns
finish: 4670 / 34.9 / 0.514 / 49400 / 13.90
global route: 4670 / 34.9 / 0.531 / 49400 / 13.66
CTS: 4670 / 34.9 / 0.513 / 49400 / 13.83
detailed placement: 4481 / 32.6 / 0.506 / 46100 / 13.15
global placement: 4481 / 32.6 / 0.504 / 46100 / 13.17
floorplan: 2597 / - / 0.479 / 42800 / 12.89
==> how the worst min path moves through the flow <==
| stage | end | slack, ns | depth (start not counted) |
|---|---|---|---|
| CTS | axi_top_inst.slave_inst.Present_S_W[0]$_DFF_PN1_ | 0.51 | 2 |
| finish | axi_top_inst.slave_inst.Present_S_W[0]$_DFF_PN1_ | 0.51 | 2 |
| global route | axi_top_inst.slave_inst.Present_S_W[0]$_DFF_PN1_ | 0.53 | 2 |
==> state kept, by name (all words and copies together) (netlist names) <==
signal and cells:
ram_inst.mem 1024, ram_inst.read_data 32, axi_top_inst.master_inst.Present_S_W 4, axi_top_inst.slave_inst.Present_S_W 4, axi_top_inst.master_inst.Next_S_R 2, axi_top_inst.master_inst.Present_S_R 2
axi_top_inst.slave_inst.Next_S_R 2, axi_top_inst.slave_inst.Present_S_R 2
==> cell type report <==
cell class | instances | area [um^2]
Clock buffer | 126 | 2740
Clock inverter | 63 | 574
Tap cell | 1890 | 2360
Timing Repair Buffer | 192 | 1650
Sequential cell | 1072 | 32100
Fill cell | 13100 | 92200
Multi-Input combinational cell | 1319 | 9990
Inverter | 8 | 30.0
==> power groups by stage <==
stage | clock network, mW | logic (mW) | registers (mW)
global route | 1.90 | 0.0964 | 2.27
finish | 1.79 | 0.0900 | 2.27
CTS | 1.82 | 0.0903 | 2.27
==> kinds of logic (layout without fill, tap and decap cells) <==
kind of cell             count (synthesis)  in the layout
flip-flops                            1068           1068
AND-OR/OR-AND                          623            623
AND/OR/NAND/NOR                        434            434
multiplexers                           256            256
buffers and inverters                  206            389
adder cells (fa/ha/maj)                  6              6
latches                                  4              4
==> cell usage after synthesis (all sizes together), types with 2 or more instances <==
cell type	n
and3	35
a31oi	64
dlxtn	4
nor2b	98
nand4	34
mux2	96
o211ai	65
clkbuf	79
a311oi	32
o21ai	201
a21oi	66
and2	34
mux2i	160
ha	6
nand2b	3
dfrtp	10
a22o	3
a221oi	192
buf	119
edfxtp	1056
nor3	4
dfstp	2
inv	8
nand2	79
nand3	101
nand4b	2
nor2	38
==> metal layers <==
metal	GRT usage [%]	up-vias
met5	0.265	-
met4	4.00	16
met3	15.7	225
met2	24.5	1587
met1	20.2	12000
li1	-	10700
==> worst reg2reg max path: cells and delay by family (launching register included) <==
family        cells  cell delay, ns
simple gates      4            1.60
buf+inv           5            1.97
fa+ha+maj         1            0.47
flops             1            0.40
Power is estimated from default activity; no workload was simulated.
